File: design/flow/config.mk
export PLATFORM = sky130hd
export DESIGN_NAME = counter
export DESIGN_NICKNAME = counter
export VERILOG_FILES = /design/flow/design.v
export SDC_FILE = /design/flow/constraint.sdc
export NUM_CORES = 4
export LEC_CHECK = 1
export CORE_AREA = 10 10 70 70
export DIE_AREA = 0 0 80 80
File: design/flow/constraint.sdc
current_design counter

set clk_period 1.4
set clk_io_pct 0.2

create_clock -name clk0 -period $clk_period [get_ports {clock}]

set non_clock_inputs [all_inputs -no_clocks]
set_input_delay [expr $clk_period * $clk_io_pct] -clock clk0 $non_clock_inputs
set_output_delay [expr $clk_period * $clk_io_pct] -clock clk0 [all_outputs]
File: design/flow/design.v
module counter(clock, clear, count);
    parameter N=7;
    input clock, clear;
    output reg [0:N] count;
    always @(negedge clock ) begin
        if(clear)
            count<=0;
        else begin
            count<=count+1; 
        end
    end
endmodule
File: design/flow/run.sh
#!/bin/bash
# OpenROAD 26Q1-2900-gdf79404cd8, Yosys 0.63+post, stock flow scripts
make -C /OpenROAD-flow-scripts/flow DESIGN_CONFIG=/design/flow/config.mk WORK_HOME=/design/flow/orfs finish
==> out/metrics.yaml <==
routing:
  dr.pass1.iters: 2
  wl_per_cell_um: 7.93
  wl_um: 849
  antenna_cells: 0
  drcViolationCount: 0
  num_vias: 326
  vias_per_cell: 3.05
  drt_iter0_markers: 18
  ant_nets: 0
synth:
  ys_cells: 34
  logic_family: "simple AND/OR/NAND/NOR gates"
  ys_ff: 8
  yosys_area_um2: 310
  synth-adder-area-share_pct: 4.03
  ys_seq_share_pct: 51.6
  syn_area_um2: 310
  yosysWarnings: 1
  synth_cell_type_count: 15
  ys_sh_xor_pct: 8.47
  synthMuxAreaShare_pct: 0
  syn_inst: 34
  compound_area_share_pct: 9.68
  synth.avg_cell_area_um2: 9.13
  ys_sh_simple_pct: 23.8
floorplanning:
  coreArea_um2: 3420
  die_x_um: 80
  fp_util_pct: 9.08
  fp-row-count: 21
  io-pin-count: 10
  die-area_um2: 6400
  die_h_um: 80
critical_path:
  crit_required_ns: 1.12
  arrival_ns: 1.43
  critPathBufInv: 1
  path_class: "reg -> out"
  cp_cell_sequence: "buf_2"
  slowest_delay_ns: 0.31
  startpoint_type: "flip-flop"
  rr_worst_depth: 5
  worstPathMaxFanout: 2
  cp-end-kind: "output port"
  cp.depth: 1
  cp_top_family: "flip-flops"
  crit_slowest_cell: "dfxtp_2"
grt:
  grt_max_degree: 9
  met2_usage_pct: 2.97
  first_global_vias: 316
  grt_overflow: 0
  grt_pass1_wl_um: 1240
  grt_util_met1_pct: 2.56
  grt_usage_pct: 2.53
  grt-busiest-layer: "met3"
  antenna_found_initial: 0
  grtUsageMet3_pct: 3.07
power_and_ir_drop:
  powerDensity_nw_per_um2: 1010
  seq_power_share_pct: 44.6
  clkPwrFrac_pct: 48.5
  p_sw_share_pct: 28.4
  power_leakage_nw: 0.256
  comb_power_share_pct: 6.9
  p_int_w: 0.000389
  power.switching_w: 0.000154
  ir_worst_vdd_mv: 0.394
clock_network:
  cts.sinks: 8
  root_buffer: "clkbuf_4"
  clk_pin_slew_ns: 0.04
  numCtsBuffers: 3
  cts_tree: "done"
  clk_latency_ns: 0.32
  h-tree-depth: 1
  ctsLongestPathBuffers: 2
run:
  openroad.warnings: 35
  maxCapViolations: 0
cells_and_area:
  top_regs: "count (8)"
  drive_gt1_share_pct: 47.5
  largest_reg_flops: 8
  top_register: "count"
  area_delta_synth_final_pct: 73.8
worst_hold_path:
  holdPathStages: 2
  holdCritPathClass: "reg -> reg"
sta:
  rsz0062_at_grt: "yes"
  setup_tns_ns: -2.45
  setup_violations: 8
  fin_worst_skew_ns: 0.0108
  worst_pin_slew_ns: 0.261
  setup_slack_ns: -0.315
  hold_viol_final: 0
  holdWs_ns: 0.504
  final_max_slew_viol_count: 0
  maxSlewHeadroom_pct: 82.6
placed_design:
  place_congestion: 0.709
  io_buffers: 9
  dp_hpwl_um: 636
outcome:
  failed_checks: "setup timing"
  status: "finished with violations"
-- cell type report --
cell class | instances | area [um^2]
Fill cell | 392 | 2880
Clock inverter | 8 | 30.0
Clock buffer | 3 | 22.5
Timing Repair Buffer | 18 | 116
Tap cell | 46 | 57.6
Sequential cell | 8 | 170
Multi-Input combinational cell | 24 | 143
-- synth_stat cells --
cell	instances	area (um^2)
nand4_1	1	6.26
a21oi_1	3	15.0
xor2_1	2	17.5
o21ai_0	3	15.0
nand2_1	2	7.51
clkbuf_1	1	3.75
ha_1	1	12.5
nand3_1	2	10.0
xnor2_1	1	8.76
or3_1	3	18.8
inv_1	1	3.75
nand3_2	1	10.0
nor2_1	4	15.0
dfxtp_1	8	160
nor2b_1	1	6.26
-- power by group through the flow --
stage                 sequential [W]  clock, W  combinational [W]
final                       0.000242  0.000263          0.0000376
after global routing        0.000243  0.000310          0.0000422
after CTS                   0.000243  0.000280          0.0000390
-- metrics by stage --
step / util (%) / instance area, um^2 / setup slack (ns) / total power [W] / cells
2_1_floorplan: - / 310 / 0.0260 / 0.000299 / 34
3_3_place_gp: 15.1 / 514 / -0.408 / 0.000330 / 96
3_5_place_dp: 15.1 / 514 / -0.430 / 0.000330 / 96
4_1_cts: 15.8 / 539 / -0.338 / 0.000562 / 107
5_1_grt: 15.8 / 539 / -0.366 / 0.000596 / 107
6_report: 15.8 / 539 / -0.315 / 0.000543 / 107
-- final timing paths --
kind | from | endpoint | slack [ns]
setup / recovery | count[7] | count[7] | -0.31
hold / removal | count[7] | count[7] | 0.50
setup reg to reg | count[7] | count[1] | 0.13
hold reg to reg | count[7] | count[7] | 0.50
-- routing by layer --
layer  share of wire (%)  up-vias  wire length [um]
met4                   0        0                 0
met2                  40       15               343
met1                  45      142               382
met3                  14        0               123
li1                    -      169                 -
met5                   0        -                 0
-- layout by cell type, fill, tap and decap left out --
cell type,n
buf_2,8
inv_1,8
buf_4,9
nand3_1,2
xnor2_1,1
a21oi_1,3
dlygate4sd2_1,1
dfxtp_2,8
ha_1,1
nand2_1,2
or3_1,3
xor2_1,2
clkbuf_4,3
nor2b_1,1
o21ai_0,3
nor2_1,4
nand3_2,1
nand4_1,1
-- logic make-up (layout without fill, tap and decap cells) --
logic type | Yosys count | in the layout
and+or+nand+nor | 14 | 14
DFF | 8 | 8
AOI/OAI and AO/OA | 6 | 6
xor gates and xnor gates | 3 | 3
buffers and inverters | 2 | 29
adders and majority gates | 1 | 1
-- timing repair --
action / CTS / global route
endpoints found under the hold margin: 0 / 0
gates resized: 34 / 0
setup endpoints to repair: 16 / 8
buffers inserted: 1 / 0
hold buffers: 0 / 0
gates cloned: 0 / 0
Power is estimated from default activity; no workload was simulated.
