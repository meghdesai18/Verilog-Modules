==> flow/design.v <==
`timescale 1ns / 1ps
module Traffic_Light_Controller(
    input clk,rst,
    output reg [2:0]light_M1,
    output reg [2:0]light_S,
    output reg [2:0]light_MT,
    output reg [2:0]light_M2
    );
    parameter  S1=0, S2=1, S3 =2, S4=3, S5=4,S6=5;
    reg [3:0]count;
    reg[2:0] ps;
    parameter  sec7=7,sec5=5,sec2=2,sec3=3;
    always@(posedge clk or posedge rst)
        begin
        if(rst==1)
        begin
        ps<=S1;
        count<=0;
        end
        else
            case(ps)
                S1: if(count<sec7)
                        begin
                        ps<=S1;
                        count<=count+1;
                        end
                    else
                        begin
                        ps<=S2;
                        count<=0;
                        end
                S2: if(count<sec2)
                        begin
                        ps<=S2;
                        count<=count+1;
                        end
                    else
                        begin
                        ps<=S3;
                        count<=0;
                        end
                S3: if(count<sec5)
                        begin
                        ps<=S3;
                        count<=count+1;
                        end
                    else
                        begin
                        ps<=S4;
                        count<=0;
                        end
                S4:if(count<sec2)
                        begin
                        ps<=S4;
                        count<=count+1;
                        end
                    else
                        begin
                        ps<=S5;
                        count<=0;
                        end
                S5:if(count<sec3)
                        begin
                        ps<=S5;
                        count<=count+1;
                        end
                    else
                        begin
                        ps<=S6;
                        count<=0;
                        end
                S6:if(count<sec2)
                        begin
                        ps<=S6;
                        count<=count+1;
                        end
                    else
                        begin
                        ps<=S1;
                        count<=0;
                        end
                default: ps<=S1;
                endcase
            end   
            always@(ps)    
            begin
                case(ps)
                    S1:
                    begin
                       light_M1<=3'b001;
                       light_M2<=3'b001;
                       light_MT<=3'b100;
                       light_S<=3'b100;
                    end
                    S2:
                    begin 
                       light_M1<=3'b001;
                       light_M2<=3'b010;
                       light_MT<=3'b100;
                       light_S<=3'b100;
                    end
                    S3:
                    begin
                       light_M1<=3'b001;
                       light_M2<=3'b100;
                       light_MT<=3'b001;
                       light_S<=3'b100;
                    end
                    S4:
                    begin
                       light_M1<=3'b010;
                       light_M2<=3'b100;
                       light_MT<=3'b010;
                       light_S<=3'b100;
                    end
                    S5:
                    begin
                       light_M1<=3'b100;
                       light_M2<=3'b100;
                       light_MT<=3'b100;
                       light_S<=3'b001;
                    end
                    S6:
                    begin 
                       light_M1<=3'b100;
                       light_M2<=3'b100;
                       light_MT<=3'b100;
                       light_S<=3'b010;
                    end
                    default:
                    begin 
                       light_M1<=3'b000;
                       light_M2<=3'b000;
                       light_MT<=3'b000;
                       light_S<=3'b000;
                    end
                    endcase
            end                
endmodule
==> flow/run.sh <==
#!/bin/bash
# OpenROAD 26Q1-2900-gdf79404cd8, Yosys 0.63+post, stock flow scripts
make -C /OpenROAD-flow-scripts/flow DESIGN_CONFIG=/design/flow/config.mk WORK_HOME=/design/flow/orfs finish
==> flow/config.mk <==
export PLATFORM = sky130hd
export DESIGN_NAME = Traffic_Light_Controller
export DESIGN_NICKNAME = Traffic_Light_Controller
export VERILOG_FILES = /design/flow/design.v
export SDC_FILE = /design/flow/constraint.sdc
export NUM_CORES = 4
export LEC_CHECK = 1
export CORE_AREA = 10 10 70 70
export DIE_AREA = 0 0 80 80
==> flow/constraint.sdc <==
current_design Traffic_Light_Controller

set clk_period 3.5
set clk_io_pct 0.2

create_clock -name clk0 -period $clk_period [get_ports {clk}]

set non_clock_inputs [all_inputs -no_clocks]
set_input_delay [expr $clk_period * $clk_io_pct] -clock clk0 $non_clock_inputs
set_output_delay [expr $clk_period * $clk_io_pct] -clock clk0 [all_outputs]
==> reports/metrics.cfg <==
[timing]
clock.fmax_mhz=397
hold_viol=0
setup-tns-final_ns=0
rsz0062_at_grt=false
finalWorstSetupSlack_ns=0.980
min_period_ns=2.52
drv_slew=0
fin_hold_ws_ns=0.537
setup_violations=0
worst_pin_slew_ns=0.388
period_used_pct=72.0
relSlewSlack_pct=74.1
finClkSkew_ns=0.00850

[route]
post_drt_wl_per_cell_um=11.8
final_antenna_net_count=0
insertedDiodeCount=0
drt-vias-per-instance=4.38
num_vias=570
wl_um=1540
drtPass1Iterations=4
initialDrtViolationCount=90
route.detailed.drc=0

[die]
core_mm2=0.00342
ioPinCount=14
die-area_mm2=0.00640
die_h_um=80
core_util_floorplan_pct=19.7
std_cell_rows=21
die_x_um=80

[placed_design]
gp_congestion=0.908
dp_cells=126
place_ws_ns=1.27
portBuffers=13
dp_hpwl_um=1090
dpl-instance-area_um2=792

[clocking]
cts_hold_buf=0
postCtsSetupRepairBufs=0
htree_num_levels=1
cts.sinks=10
root_buffer=clkbuf_4
cts.repair.resized=0
cts_buffers=3
clock_latency_ns=0.27
cts.path.max_buffers=2
clk_pin_slew_worst_paths_ns=0.07
cts_tree=built

[yosys]
synth_warnings=1
synth.area.top_cells=dfrtp_1 33%, dfstp_2 3.9%, nor2_1 3.9%
yosys_area_um2=673
yosysTopAreaCellShare_pct=33.5
syn_avg_cell_area_um2=8.74
netlist_area_um2=673
top_area_cell=dfrtp_1
yosys_cells=77
yosysUniqueCellTypes=32
ys_seq_share_pct=37.4
syn_inst=77
synth_flops=10

[final_layout]
final_cell_mix=13 x clkdlybuf4s50_1, 9 x dfrtp_1, 7 x nor2_1
instances_no_fill=130
areaGrowthSynthToFinish_pct=23.0
fin_area_um2=828
drive_above_1_share_pct=16.7
n_fill_cell=371
utilization_pct=24.2
final_layout_top_logic_cell=clkdlybuf4s50_1

[global_routing]
grt_overflow=0
grt_max_degree=12
grt.total_usage_pct=4.55
grt_pass1_wl_um=2440
antenna_found_initial=0
grt_pass1_vias=513

[setup_path]
cp_data_required_time_ns=2.80
critPathMaxStageDelay_ns=0.45
start_kind=flip-flop
critical_path_class=reg -> out
worst-path-max-fanout=7
path_cells=or2_2, or3_1, clkdlybuf4s50_1
timing.critical_path.arrival_ns=1.82
endpoint_kind=primary output
cpMaxStageDelayCell=dfrtp_1

[pwr]
vdd_drop_max_v=0.0000854
power_density_mw_per_mm2=270
p_leak_nw=0.345
design_power_total_uw=223

[outcome]
run_status=finished, final reports clean

[run]
cap_violations=0
warnings=26

[min_path]
hp-class=reg -> reg

==> cells in the mapped netlist (all sizes together) <==
| cell type | count |
|---|---|
| a21boi | 1 |
| nor2 | 9 |
| ha | 2 |
| nand2 | 5 |
| dfstp | 1 |
| a22o | 1 |
| clkbuf | 7 |
| mux2i | 1 |
| or4 | 2 |
| or2b | 1 |
| nor3 | 5 |
| inv | 6 |
| nor2b | 1 |
| nand4b | 1 |
| dlygate4sd3 | 1 |
| a2111oi | 1 |
| o31ai | 2 |
| or2 | 1 |
| a31oi | 1 |
| o21ai | 5 |
| buf | 2 |
| a22oi | 1 |
| nand2b | 2 |
| a21oi | 5 |
| a2bb2oi | 1 |
| or3 | 3 |
| dfrtp | 9 |
==> critical path, delay by kind of cell, from the launching register on <==
kind          cells  cell delay [ns]
simple gates      2             0.68
flops             1             0.45
buf+inv           1             0.42
==> path summary, 6_finish.rpt <==
path,startpoint,endpoint,slack (ns),depth (start not counted)
worst min-delay path,count[0],count[0],0.54,1
max in group asynchronous,rst,ps[0],2.48,2
worst max register to register,ps[2],count[0],1.89,4
worst max-delay path,ps[4],light_MT[2],0.98,3
worst min register to register,count[0],count[0],0.54,1
min in group asynchronous,rst,ps[1],0.71,2
==> kinds of logic (layout without fill, tap and decap cells) <==
| kind of cell | Yosys count | in the layout | synth area share, % |
|---|---|---|---|
| simple gates | 30 | 30 | 25.7 |
| compound gates | 18 | 18 | 18.2 |
| buf+inv | 16 | 23 | 13.6 |
| flops | 10 | 10 | 37.4 |
| fa+ha+maj | 2 | 2 | 3.72 |
| mux | 1 | 1 | 1.49 |
==> state kept, by name, indices dropped and copies added (netlist names) <==
register  count
count         4
ps            6
==> power by group <==
group	internal (mW)	switching (mW)
logic	0.00104	0.00232
registers	0.116	0
clock network	0.0632	0.0413
==> final cells by class <==
type | instances | area, um2 | area share, %
inverter | 6 | 22.5 | 2.72
tap | 46 | 57.6 | 6.95
sequential | 10 | 251 | 30.4
clock buffer | 4 | 36.3 | 4.38
timing repair buffer | 13 | 130 | 15.7
multi-input combinational | 51 | 330 | 39.9
==> layer usage <==
| layer | global-route usage (%) | share of wire (%) |
|---|---|---|
| met2 | 6.82 | 45 |
| met4 | 1.06 | 0.85 |
| met1 | 6.06 | 46 |
| met3 | 1.70 | 8.3 |
| met5 | 0 | 0 |
Power and IR drop assume default switching activity.
